**design.v**
```verilog
module audio_out(clk, clk_2, finish, direction, pause, hold, audio_data, audio_out);
input clk, clk_2, finish;
input direction, pause;
input [31:0] audio_data;
output reg [7:0] audio_out;
output reg hold;
reg [7:0] audio_select;
reg [3:0] state, next;
always @(posedge clk) begin    
state <= next; 
audio_out<=audio_select; end
always @(*) begin
	case (state)
	3'b000: begin audio_select = audio_out; hold=1;     
		if(!pause) next = 3'b001;
		else next = 3'b000;
		end
	3'b001: begin audio_select = audio_out; hold=1;    
		if(finish) next = 3'b010;
		else next = 3'b001;
		end
	3'b010: begin audio_select = audio_out; hold=1;   
		if(clk_2) next = 3'b011;
		else next = 3'b010;
		end
	3'b011: begin next = 3'b100; hold=1;          
		if(direction) audio_select = audio_data[15:8];
		else audio_select = audio_data[31:24];
		end
	3'b100: begin next = 3'b101; hold=1;     
		audio_select = audio_out; 
		end
	3'b101: begin audio_select = audio_out; hold=1;    
		if(clk_2) next = 3'b110;
		else next = 3'b101;
		end
 	3'b110: begin next = 3'b111; hold=1;    
		if(direction) audio_select = audio_data[31:24];	
		else audio_select = audio_data[15:8];
		end
	3'b111: begin next = 3'b000; hold=0;    
		audio_select = audio_out; 
		end
	default: begin next = 3'b000;
		audio_select = 8'b0; 
		hold=1;
		end
	endcase 
end
endmodule 
```
**run.sh**
```bash
#!/bin/bash
# OpenROAD 26Q1-2900-gdf79404cd8, Yosys 0.63+post, stock flow scripts
make -C /OpenROAD-flow-scripts/flow DESIGN_CONFIG=/design/flow/config.mk WORK_HOME=/design/flow/orfs finish
```
**config.mk**
```make
export PLATFORM = sky130hd
export DESIGN_NAME = audio_out
export DESIGN_NICKNAME = audio_out
export VERILOG_FILES = /design/flow/design.v
export SDC_FILE = /design/flow/constraint.sdc
export NUM_CORES = 4
export LEC_CHECK = 1
export CORE_AREA = 10 10 90 90
export DIE_AREA = 0 0 100 100
```
**constraint.sdc**
```tcl
current_design audio_out

set clk_period 2.1
set clk_io_pct 0.2

create_clock -name clk0 -period $clk_period [get_ports {clk}]

set non_clock_inputs [all_inputs -no_clocks]
set_input_delay [expr $clk_period * $clk_io_pct] -clock clk0 $non_clock_inputs
set_output_delay [expr $clk_period * $clk_io_pct] -clock clk0 [all_outputs]
```
==> Changelog: implementation <==
## Implementation

- Status: completed
- Final min period: 1670 ps
- Rel. slew slack: 0.728
- I/O Buffers: 29
- Clock sinks: 11
- H-tree Lvls: 1
- CP Max Fanout: 10
- Ys flops: 11
- WP data required: 1680 ps
- R2r setup slk: between 600 and 700 ps
- Clk latency late pin: 230 ps
- CP Launch Point: state[0]
- Arrival time at the worst endpoint: approximately 1300 ps
- YS chip area: 723 um2
- GP Congestion: around 0.74
- Die width: 100 um
- Hold Path Class: reg -> reg
- Placed Cells: between 150 and 200
- Clock-pin slew on the worst setup and hold paths: approximately 50 ps
- Ys Warns: 1
- Reg2Reg Depth: 3
- Num rows: 29
- Number of global-route vias before repair: 557
- Worst hold slack: 532 ps
- Yosys Instances: 67
- VDD IR max: 0.000462 V
- Final cell count without fillers: 172
- Antenna violations before repair: 0
- Kind of critical path: reg -> out
- Antenna Nets Post-Route: 0
- Critical path startpoint category: register
- Layout cell share with drive strength beyond 1: 0.0526
- # diodes: 0
- Hold buffers post-CTS: 0
- RSZ-0062 raised after global routing: no
- Pin count of the biggest net entering global routing: 17
- Final hold vios: 0
- Core area: 0.00628 mm2
- Initial Util: 0.115
- Total track usage: 0.0366
- DP HPWL: 1530 um
- Avg WL per Cell: 10.8 um
- Routed WL: 1860 um
- TNS Setup: 0 ps
- Crit path to: hold
- Final Max Slew Viols: 0
- Cell Type Count: 18
- Routed vias/inst: 3.36
- Worst setup EP type: primary output
- Setup Skew: 0.702 ps
- Avg Cell Area, Syn: 10.8 um2
- Boundary Pins: roughly 46
- P&R area growth vs syn: 54.2%
- DR iter-0 viols: 26
- Die H: 100 um
- Post-CTS resize count: 0
- Reg2Reg Capture Point: audio_out[5]
- Postcts setup bufs: 0
- Root Buffer: clkbuf_8
- Sequential area share after synthesis: 0.415
- Die ar.: 0.0100 mm2
- First-pass DRT Iterations: 4
- Final number of setup-violating endpoints: 0
- Power, Total: 1.07 mW
- First-pass GRT wire length: between 2000 and 3000 um
- Detailed-route via count: 578
- CTS tree: done
- Max-Cap Viols: 0
- Reg2reg start: state[0]
- Maximum clock path buffer count: 2
- Mapped Area: 723 um2
- Fillers: 679
- Final core utilization: 0.178
- PD cells: approximately 960 mW/mm2
- Tool warnings: 41
- Post-Syn Instances: 67
- Slew @ Worst Pin: between 400 and 500 ps
- Num CTS Buffers: 3
- Grt ovf: 0
- LEAKAGE: 0.410 nW
- Max frequency: 598 MHz
- Final cycle utilization of the critical path: 0.797
- DR DRC count: 0
==> final cells by class <==
type,instances,area (um2),area share
multi-input combinational,48,352,0.315
timing repair buffer,31,318,0.285
sequential,11,300,0.269
tap,77,96.3,0.0864
clock buffer,4,45.0,0.0404
inverter,1,3.75,0.00337
==> power by group <==
group / internal [mW] / switching (mW)
Combinational: 0.252 / 0.207
Clock: 0.133 / 0.0718
Sequential: 0.336 / 0.0660
Total: 0.721 / 0.345
==> per-stage QoR <==
step / area [um2] / setup slack [ps]
floorplan: 723 / 542
global placement: 1070 / 292
detailed placement: 1070 / 291
CTS: 1110 / 410
global route: 1110 / 315
finish: 1110 / 426
==> logic make-up after synthesis <==
kind of cell	count (synthesis)	synth area share
compound gates	15	0.151
xor+xnor	1	0.0121
buf+inv	8	0.0986
flops	11	0.415
mux	16	0.221
simple gates	16	0.102
==> critical path, stage by stage (launching register included) <==
cell	delay [ps]
dfxtp_1	480
nand3_1	120
clkdlybuf4s50_1	420
==> per-layer routing <==
| layer | global-route usage | part of all wire | up-vias |
|---|---|---|---|
| met5 | 0 | 0 | - |
| met4 | 0.00217 | 0 | 0 |
| met3 | 0.0264 | 0.15 | 0 |
| met2 | 0.0543 | 0.41 | 22 |
| met1 | 0.0443 | 0.44 | 252 |
| li1 | - | - | 304 |
==> worst min-delay path by stage <==
stage	startpoint	end	slack, ps	depth (start not counted)
finish	state[1]	state[0]	530	1
global route	state[1]	state[0]	590	1
CTS	state[1]	state[2]	530	2
==> registers in the layout, summed over array words and instances (netlist names) <==
register and flops:
audio_out 8, state 3
==> cells in the final DEF, fill, tap and decap left out, drive strengths merged, types with 2 or more instances in the layout <==
master,instances
clkdlybuf4s50,29
mux2i,16
nor2,10
o22a,8
edfxtp,8
clkbuf,4
nand2b,3
o21ai,3
a21oi,3
dfxtp,3
buf,2
==> cell usage after synthesis <==
cell type,number,share of area
and3b_1,1,0.012
inv_1,1,0.0052
buf_6,3,0.047
buf_12,1,0.028
nand2b_1,3,0.026
o21ai_0,3,0.021
xnor2_1,1,0.012
nor2_1,10,0.052
o2111ai_1,1,0.012
o22a_1,8,0.097
buf_2,2,0.014
clkbuf_1,1,0.0052
dfxtp_1,3,0.083
mux2i_1,16,0.22
nand2_1,1,0.0052
a21oi_1,3,0.021
edfxtp_1,8,0.33
nand3_1,1,0.0069
Power and IR drop assume default switching activity.
