$ cat config.mk
export PLATFORM = sky130hd
export DESIGN_NAME = address_change
export DESIGN_NICKNAME = address_change
export VERILOG_FILES = /design/flow/design.v
export SDC_FILE = /design/flow/constraint.sdc
export NUM_CORES = 4
export LEC_CHECK = 1
export CORE_UTILIZATION = 30
$ cat constraint.sdc
current_design address_change

set clk_period 8.4
set clk_io_pct 0.2

create_clock -name clk0 -period $clk_period [get_ports {clk}]

set non_clock_inputs [all_inputs -no_clocks]
set_input_delay [expr $clk_period * $clk_io_pct] -clock clk0 $non_clock_inputs
set_output_delay [expr $clk_period * $clk_io_pct] -clock clk0 [all_outputs]
$ cat design.v
module address_change (clk, direction, hold, address);
input clk, direction, hold;
output reg [22:0] address;
reg [22:0] last_address = 23'h7FFFF;
reg [22:0]  next_address;
always @(posedge clk) begin
address <= next_address;
end
always @(*) begin
		if(hold)    
		next_address = address;
		else if(direction) begin   
		if(address<=last_address)
		next_address = address+1'b1;   
		else 
		next_address = 23'b0;   
		end
		else if(!direction) begin   
		if(address>23'b0)
		next_address = address-1'b1;   
		else 
		next_address = last_address;   
		end
		else next_address = 23'b0;   
end
endmodule
$ cat run.sh
#!/bin/bash
# OpenROAD 26Q1-2900-gdf79404cd8, Yosys 0.63+post, stock flow scripts
make -C /OpenROAD-flow-scripts/flow DESIGN_CONFIG=/design/flow/config.mk WORK_HOME=/design/flow/orfs finish
==> reports/results.tsv <==
stage	metric	value	unit
global_route	initial antenna violation count	0	
route	DR vias	1799	
hold_path	Hold Path Class	reg2reg	
worst_setup_path	CP Max Fanout	23	
worst_setup_path	CP required	8480	ps
synthesis	yosys stat chip area	1880	sq um
worst_setup_path	flop-to-flop setup slack	5240	ps
floorplan	Chip Width	81.1	um
route	Routed Antenna Nets	0	
global_route	vias in the first global route	1577	
final_timing	RSZ-0062 raised after global routing	false	
power	Pleak	0.663	nW
synthesis	Post-Syn Area	1880	sq um
final_timing	fin. max-slew vios	0	
synthesis	Synth Warn #	1	
final_timing	final setup violation count	0	
final_layout	largest registers	address (23)	
hold_path	hold depth	2	
cts	Hold Buf Count CTS	0	
synthesis	fraction of registers with async set/reset	0	%
final_timing	Final Skew	12.9	ps
floorplan	fp_density	31.4	%
hold_path	min-delay src	address[21]	
placement	Placed Cells	305	
power	Max VDD drop	0.0577	mV
global_route	largest net degree at the start of global routing	24	
final_layout	MI comb area	1090	sq um
final_timing	minimum clock period	4190	ps
job	max-cap violations	0	
final_timing	Final Hold Viols	0	
route	DRC	0	
power	power per cell area	128	nW/um^2
run_status	outcome	finished clean	
synthesis	ys flop type	edfxtp_1	
route	WL/cell	16.7	um
final_layout	Most flops, register	address	
final_layout	filler instances	603	
final_layout	Area Growth Syn to Fin	18.0	%
route	ant diodes	0	
route	Detailed Route Iter0 Violations	177	
synthesis	EDFF count, synth	23	
worst_setup_path	FF-to-FF Start	address[12]	
floorplan	# rows	28	
final_timing	relative slew slack	39.1	%
synthesis	Post-synth regs	23	
floorplan	die height	81.1	um
floorplan	Core Region	5990	sq um
cts	CTS max path bufs	2	
power	overall power	284	uW
cts	TritonCTS clock tree	done	
global_route	Tot GR Track Use	17.1	%
final_layout	Reg area	691	sq um
cts	clk root buf	clkbuf_8	
placement	HPWL after DPL	3.59	mm
cts	CTS sink count	23	
placement	Final Wtd Congestion	0.934	
synthesis	# Cells Yosys	217	
route	vias per std cell	5.82	
worst_setup_path	critical path endpoint category	register	
global_route	first-pass GRT wire length	8.34	mm
cts	Post-CTS Setup Inserts	0	
cts	post-cts sizing count	0	
final_timing	setup TNS	0	ps
worst_setup_path	r2r worst-path depth	5	
cts	H-tree depth	1	
cts	Clock Pin Slew Worst Setup and Hold Paths	100	ps
worst_setup_path	r2r endpoint	address[17]	
final_layout	max FFs per register	23	
synthesis	Syn Area/Cell	8.66	sq um
route	final WL	5.16	mm
floorplan	io pins	26	
floorplan	Die ar.	6580	sq um
final_layout	fin cells	309	
placement	Placement Setup Slack	3970	ps
worst_setup_path	Critical Path AT	4260	ps
cts	Late-Pin Clk Latency	270	ps
synthesis	share of the yosys chip area belonging to registers	36.8	%
worst_setup_path	CP Class	in2reg	
global_route	global route total overflow	0	
hold_path	hold endpoint	address[21]	
final_timing	PnR worst setup slack	4210	ps
placement	IO buf count	25	
final_timing	final worst-path cycle share	49.8	%
final_timing	maximum clock rate	0.239	GHz
synthesis	cells after synthesis	217	
synthesis	Synth top area share	36.8	%
synthesis	synth unique cells	52	
synthesis	Synth area leader	edfxtp_1	
job	Log Warnings	27	
route	drt first pass iters	4	
final_timing	Hold Slack	699	ps
final_layout	share of cells above drive strength 1	7.69	%
final_timing	pin slew with the least headroom to its limit	911	ps
synthesis	Largest cells by area	edfxtp_1 (37%), a21oi_1 (5.6%), nor3_1 (4.3%)	
worst_setup_path	CP Launch Type	input pin	
cts	CTS Buf Count	3	
[cells in the final DEF, fill, tap and decap left out, types with 2 or more instances in the layout]
cell / n
buf_4: 3
o311ai_0: 3
o21ai_0: 11
edfxtp_1: 23
nor4_2: 2
inv_1: 7
o31ai_1: 4
a22oi_1: 2
a21oi_1: 21
nand2_1: 14
a211o_2: 2
nor4_1: 5
o22ai_1: 3
nand4b_1: 2
and3_1: 2
xnor2_1: 8
nor3_1: 16
o221ai_1: 2
nand4_1: 11
or4_4: 2
ha_1: 3
xor2_1: 4
o31a_1: 2
or3_1: 2
o211ai_1: 2
nor3b_1: 2
clkdlybuf4s50_1: 25
nor2_1: 15
and4_1: 3
nand3_1: 8
clkbuf_8: 3
and2_1: 2
[metrics by stage]
step / cell area [sq um] / utilization [%]
3_5_place_dp: 2170 / 36.3
4_1_cts: 2220 / 37.0
5_1_grt: 2220 / 37.0
3_3_place_gp: 2170 / 36.3
2_1_floorplan: 1880 / -
6_report: 2220 / 37.0
[logic make-up after synthesis]
kind of cell	share of synthesized area, %
XOR/XNOR	5.59
adder cells (fa/ha/maj)	2.00
AND-OR/OR-AND	21.8
flip-flops	36.8
buffers and inverters	5.33
AND/OR/NAND/NOR	28.6
[per-layer routing]
layer	up-vias	share of wire [%]	track usage, %	wire length [um]
li1	883	-	-	-
met1	828	45	27.7	2320
met2	82	45	24.6	2330
met3	6	8.7	3.53	450
met4	0	1.1	2.14	58
met5	-	0	0	0
[critical path, cell delays in order]
cell	delay [ps]
clkdlybuf4s50_1	980
inv_1	550
nor3_1	560
nand2b_1	210
o32ai_1	280
[layout make-up]
class,instances,area share (%)
Inverter,7,1.19
Tap cell,75,4.23
Multi-Input combinational cell,172,49.1
Clock buffer,4,2.03
Sequential cell,23,31.2
Timing Repair Buffer,28,12.3
[worst max path at each step]
stage	from	end	slack (ps)	cells past startpoint
4_1_cts	direction	address[7]	4260	5
5_1_grt	direction	address[16]	3930	5
6_report	direction	address[7]	4210	5
[report_power, final]
part           switching [mW]  internal (mW)
clock network          0.0390         0.0340
registers              0.0186          0.137
logic                  0.0257         0.0298
total                  0.0833          0.201
[synthesized netlist by cell type (3+ instances only)]
cell type   n
o311ai_0    3
o31ai_1     4
nand2_1    14
xnor2_1     8
clkbuf_1   11
edfxtp_1   23
and4_1      3
o21ai_0    11
a21oi_1    21
nor4_1      5
ha_1        3
nor2_1     15
nand3_1     8
o22ai_1     3
inv_1       7
xor2_1      4
nor3_1     16
nand4_1    11
Power figures rest on the tool's default switching activity, not on a simulated workload.
